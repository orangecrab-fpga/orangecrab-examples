## design/flow/run.sh

```bash
#!/bin/bash
# OpenROAD 26Q1-2900-gdf79404cd8, Yosys 0.63+post, stock flow scripts
make -C /OpenROAD-flow-scripts/flow DESIGN_CONFIG=/design/flow/config.mk WORK_HOME=/design/flow/orfs finish
```

## design/flow/config.mk

```make
export PLATFORM = sky130hd
export DESIGN_NAME = top
export DESIGN_NICKNAME = top
export VERILOG_FILES = /design/flow/design.v
export SDC_FILE = /design/flow/constraint.sdc
export NUM_CORES = 4
export LEC_CHECK = 1
export CORE_AREA = 10 10 83 83
export DIE_AREA = 0 0 93 93
```

## design/flow/constraint.sdc

```tcl
current_design top

set clk_period 3.7
set clk_io_pct 0.2

create_clock -name clk0 -period $clk_period [get_ports {clk48}]

set non_clock_inputs [all_inputs -no_clocks]
set_input_delay [expr $clk_period * $clk_io_pct] -clock clk0 $non_clock_inputs
set_output_delay [expr $clk_period * $clk_io_pct] -clock clk0 [all_outputs]
```

## design/flow/design.v

```verilog
`default_nettype none
module top (
    input clk48,
    output rgb_led0_r,
    output rgb_led0_g,
    output rgb_led0_b
);
    reg [26:0] counter = 0;
    always @(posedge clk48) begin
        counter <= counter + 1;
    end
    assign rgb_led0_r = ~counter[24];
    assign rgb_led0_g = ~counter[25];
    assign rgb_led0_b = 1;
endmodule
```

==> flow_summary.ini <==
; implementation run metrics
[worst_setup_path]
cp.buffers_inverters = 2
worstSetupPathType = register to primary output
reg2reg_setup_slack_ps = 2060
crit_required_ps = 2960
crit_family = buffers and inverters
critical_path_arrival_ps = 1140
slowest_delay_ps = 470
cp_cell_sequence = inv_1 -> clkdlybuf4s50_1
slowest_stage = clkdlybuf4s50_1
startpoint_type = register
cp_max_fo = 3
worstSetupEndpointType = primary output

[cts]
post-cts-setup-buffers = 0
cts_hold_buf = 0
clock_latency_ps = 260
clockRootBuffer = clkbuf_8
clkTransAtPathRegs_ps = 80
cts_inserted_buffers = 3
cts.sinks = 26
cts.htree.levels = 1
cts_tree = done
clockBufferDepth = 2
ctsResizeCount = 0

[power_and_ir_drop]
ir_drop_uv = 101
p_per_area_nw_per_um2 = 375
p_leak_nw = 0.364

[detailed_routing]
drt-total-wl_um = 1490
routed_via_density = 3.81
antenna_left = 0
dr.pass1.iters = 4
wl_per_cell_um = 8.68
initialDrtViolationCount = 39
antenna_cells = 0
vias = 651
drc = 0

[logic_synthesis]
fa_ha_area_share_pct = 1.22
compound_area_share_pct = 0
ys_seq_share_pct = 50.9
area_leaders = dfxtp_1 (51%), xnor2_1 (15%), nand4_1 (5.5%)
ys_cells = 99
syn_inst = 99
ys_types = 20
mux_area_share_pct = 0
ys_area_sq_um = 1020
syn_area_per_cell_sq_um = 10.3
top_area_cell = dfxtp_1
syn_area_sq_um = 1020
xor_share_pct = 20.5
synthSimpleGateAreaFrac_pct = 23.6
synth_warnings = 1
post-synth-top-area-fraction_pct = 50.9
synthTopLogicFamily = simple AND/OR/NAND/NOR gates
synth_flops = 26

[floorplan]
die_y_um = 93
core_area_sq_um = 5140
num_io_pins = 4
die-area_sq_um = 8650
num_rows = 26
die_w_um = 93
fp_util_pct = 19.9

[run]
drv_cap = 0
warnings = 25

[global_route]
grt_usage_pct = 3.83
gr-total-overflow = 0
grt_pass1_wl_um = 2820
grt_max_degree = 14
antenna_found_initial = 0
first_global_vias = 643

[cells_and_area]
final_layout_size_suffix_gt1_share_pct = 5.94
largest_registers = counter x26
largest_reg_flops = 26
syn2layout_area_growth_pct = 12.2
regMostFlops = counter

[sta]
maxSlewHeadroom_pct = 45.7
grt_setup_unrepaired = false
fmax_mhz = 533
maxSlewViolCount = 0
final-hold-violation-count = 0
fin_hold_ws_ps = 413
finalCritPeriodShare_pct = 50.7
worst_pin_slew_ps = 809
tns_ps = 0
fin_skew_ps = 3.51
period_minus_slack_ps = 1880
setup_violations = 0

[place]
gp_congestion = 0.750
dp_hpwl_um = 1010
io_buffer_count = 2

[min_path]
hp-class = register to register

[status]
status = finished clean
==> metrics by stage <==
stage,power [mW],area (sq um),util (%),setup slack [ps],cells
finish,0.431,1150,22.3,1820,171
global placement,0.286,1110,21.5,2100,168
detailed placement,0.286,1110,21.5,2100,168
global route,0.455,1150,22.3,1760,171
floorplan,0.287,1020,-,2300,99
CTS,0.438,1150,22.3,1800,171
==> path summary, 6_finish.rpt <==
kind,startpoint,to,depth (start not counted)
hold / removal,counter[0]$_DFF_P_,counter[0]$_DFF_P_,1
hold reg to reg,counter[0]$_DFF_P_,counter[0]$_DFF_P_,1
setup / recovery,counter[24]$_DFF_P_,rgb_led0_r,2
setup reg to reg,counter[12]$_DFF_P_,counter[25]$_DFF_P_,4
==> routing by layer <==
metal	part of all wire, %	track usage [%]
met5	0	0
met4	0	0.386
met3	6.3	1.62
met2	40	5.72
met1	53	5.26
==> placed cells by master (no fill, tap or decap), drive strengths merged <==
cell type,synthesis,final
clkbuf,1,3
and4,5,5
nor4,1,1
nor2,2,2
xor2,6,6
and3,2,2
nand4,9,9
dfxtp,26,26
and2,2,2
conb,1,1
nand3,10,10
xnor2,18,18
nor3,4,4
ha,1,1
nand2,6,6
clkdlybuf4s50,0,2
inv,3,3
==> power by group <==
group | internal (mW) | switching (mW)
clock | 0.0727 | 0.0784
combinational | 0 | 0.0000421
sequential | 0.279 | 0
total | 0.352 | 0.0784
==> synth_stat cells (all sizes together) <==
| master | count |
|---|---|
| nand4 | 9 |
| buf | 2 |
| conb | 1 |
| nor3 | 4 |
| ha | 1 |
| inv | 3 |
| xnor2 | 18 |
| and2 | 2 |
| and4 | 5 |
| dfxtp | 26 |
| nand3 | 10 |
| and3 | 2 |
| xor2 | 6 |
| nor4 | 1 |
| nand2 | 6 |
| clkbuf | 1 |
| nor2 | 2 |
==> kinds of logic (layout without fill, tap and decap cells) <==
logic type	after synthesis	after routing
adder cells (fa/ha/maj)	1	1
flip-flops	26	26
buffers and inverters	6	8
other	1	1
XOR/XNOR	24	24
AND/OR/NAND/NOR	41	41
==> final cells by class <==
| class | instances | area [sq um] |
|---|---|---|
| clock buffer | 3 | 41.3 |
| fill | 579 | 3990 |
| tap | 70 | 87.6 |
| sequential | 26 | 520 |
| timing repair buffer | 2 | 20.0 |
| multi-input combinational | 67 | 468 |
| inverter | 3 | 11.3 |
Power is estimated from default activity; no workload was simulated.

$ cat design/flow/run.sh
#!/bin/bash
# OpenROAD 26Q1-2900-gdf79404cd8, Yosys 0.63+post, stock flow scripts
make -C /OpenROAD-flow-scripts/flow DESIGN_CONFIG=/design/flow/config.mk WORK_HOME=/design/flow/orfs finish
$ cat design/flow/config.mk
export PLATFORM = sky130hd
export DESIGN_NAME = pwm_8bit
export DESIGN_NICKNAME = pwm_8bit
export VERILOG_FILES = /design/flow/design.v
export SDC_FILE = /design/flow/constraint.sdc
export NUM_CORES = 4
export LEC_CHECK = 1
export CORE_AREA = 10 10 78 78
export DIE_AREA = 0 0 88 88
$ cat design/flow/constraint.sdc
current_design pwm_8bit

set clk_period 1.8
set clk_io_pct 0.2

create_clock -name clk0 -period $clk_period [get_ports {clk}]

set non_clock_inputs [all_inputs -no_clocks]
set_input_delay [expr $clk_period * $clk_io_pct] -clock clk0 $non_clock_inputs
set_output_delay [expr $clk_period * $clk_io_pct] -clock clk0 [all_outputs]
$ cat design/flow/design.v
`default_nettype none
module counter_8bit (
	input clk,
	input reset,
	output reg [7:0] out_value
);
	always @(posedge clk)
		if (reset)
			out_value <= 8'b0;
		else
			out_value <= out_value + 1;
endmodule
`default_nettype none
module pwm_8bit (
	input clk,
	input reset,
	input [7:0] duty_cycle,
	output pwm_value
);
	wire [7:0] counter_val;
	wire should_reset = reset || (duty_cycle == 0);
	assign pwm_value = (duty_cycle > counter_val) ? 1 : 0;
	counter_8bit period_counter(
		.clk(clk),
		.out_value(counter_val),
		.reset(should_reset)
	);
endmodule
==> results_dict.tcl <==
# yosys + openroad results
set metrics [dict create \
    synth_dominant_cell_count "sky130_fd_sc_hd__ha_1" \
    top_cell_type_s_share_of_synthesized_area 0.303 \
    drt_first_iter_violations 18 \
    hold_viol 0 \
    warnings 27 \
    first_pass_grt_wire_length_um 2190 \
    setup_slack_ns -0.0530 \
    horizontal_extent_of_the_die_um 88 \
    placed_cells_incl_taps 134 \
    critical_path_arrival_ns 1.49 \
    global_route.usage.total 0.0335 \
    ys_seq_elements 8 \
    synth_cells 61 \
    period_minus_slack_ns 1.85 \
    timing.slew.headroom 0.800 \
    average_cell_area_after_synthesis_um2 8.66 \
    grt_pass1_vias 500 \
    gp_congestion 0.813 \
    maximum_number_of_pins_on_one_net_before_global_route_repair 9 \
    postRouteWirelength_um 1290 \
    synth_stat.cells 61 \
    global_route.overflow_total 0 \
    ys_seq_frac 0.303 \
    worstMarginPinSlew_ns 0.298 \
    start_kind "flop" \
    vdd_ir_drop_max_uv 163 \
    htree_levels 1 \
    clock_tree.buffer_depth 2 \
    tns_ns -0.0530 \
    finish.instance_area_um2 915 \
    floorplan.die.height_um 88 \
    main_synth_ff_type "sky130_fd_sc_hd__dfxtp_1" \
    viasPerCell 3.58 \
    clkLatencyLatePin_ns 0.23 \
    end_kind "primary output" \
    routed-via-count 494 \
    floorplanUtilization 0.120 \
    max-cap-violations 0 \
    netlist_area_um2 528 \
    clk_pin_slew_worst_paths_ns 0.04 \
    final_util 0.207 \
    layout_top_registers "period_counter.out_value (8)" \
    violated_checks "negative setup slack" \
    synth.area.top_cells "sky130_fd_sc_hd__dfxtp_1 30%, sky130_fd_sc_hd__ha_1 21%, sky130_fd_sc_hd__xnor2_1 8.3%, sky130_fd_sc_hd__inv_1 5.7%, sky130_fd_sc_hd__nor2_1 5.7%" \
    number_of_antenna_violations_at_the_first_check_in_global_routing 0 \
    post_route_cells_drive_above_1_share 0.535 \
    hold_ws_ns 0.546 \
    synth.yosys.chip_area_um2 528 \
    boundaryPins 11 \
    timing_max_transition_violations_final 0 \
    critPathKind "reg2out" \
    cts.sinks 8 \
    area_growth_pct 73.2 \
    largest_reg_flops 8 \
    synth.distinct_cells 24 \
    ctsHoldBuffers 0 \
    status "complete, but fails checks" \
    dr.pass1.iters 2 \
    cts_tree "done" \
    ant_nets 0 \
    final.setup_skew_ns 0.00106 \
    crit_required_ns 1.44 \
    hold_path_startpoint "period_counter.out_value[0]$_SDFF_PP0_" \
    diodes 0 \
    post_dp_cell_area_um2 776 \
    pre_cts_slack_ns -0.643 \
    post_synth_most_frequent_cells "9 x sky130_fd_sc_hd__ha_1, 8 x sky130_fd_sc_hd__dfxtp_1, 8 x sky130_fd_sc_hd__inv_1, 8 x sky130_fd_sc_hd__nor2_1, 5 x sky130_fd_sc_hd__xnor2_1" \
    port_buffers 10 \
    final-setup-viol-count 1 \
    async_reset_ff_frac 0 \
    final-instance-count-excl-fill 138 \
    place.detailed.hpwl_um 901 \
    layout_worst_path_cycle_share 1.03 \
    routed_wire_length_per_instance_um 9.32 \
    fp.dieArea_um2 7740 \
    drc_errors 0 \
    power_uw 507 \
    worst-path-max-fanout 2 \
    worst_r2r_startpoint "period_counter.out_value[0]$_SDFF_PP0_" \
    std_cell_rows 24 \
    leakagePower_nw 0.342 \
    achievable-frequency_mhz 540 \
    setup_repair_after_global_routing_missed_its_margin "true" \
    top_register "period_counter.out_value" \
    synthDominantAreaCellType "sky130_fd_sc_hd__dfxtp_1" \
    core-area_um2 4410 \
    critical_path_source "period_counter.out_value[5]$_SDFF_PP0_" \
    min_path_type "reg2reg" \
    clk_root_buffer_cell "sky130_fd_sc_hd__clkbuf_8" \
    flip_flops_with_a_built_in_enable 0 \
    yosysWarnings 1 \
    pwr_density_cell_nw_per_um2 554 \
    cts_inserted_buffers 3 \
]
## cell type report
type | count | area (µm²)
Inverter | 9 | 36.3
Clock buffer | 3 | 41.3
Tap cell | 52 | 65.1
Fill cell | 452 | 3500
Timing Repair Buffer | 22 | 173
Sequential cell | 8 | 169
Multi-Input combinational cell | 44 | 430
## final timing paths
| path | end | slack, ns | depth (start not counted) |
|---|---|---|---|
| worst max-delay path | pwm_value | -0.05 | 6 |
| worst min-delay path | period_counter.out_value[0]$_SDFF_PP0_ | 0.55 | 2 |
| worst max register to register | period_counter.out_value[6]$_SDFF_PP0_ | 0.38 | 6 |
| worst min register to register | period_counter.out_value[0]$_SDFF_PP0_ | 0.55 | 2 |
## cells in the final DEF (no fill, tap or decap)
master,count
sky130_fd_sc_hd__a211oi_2,1
sky130_fd_sc_hd__a21boi_2,1
sky130_fd_sc_hd__a21o_1,1
sky130_fd_sc_hd__a21oi_2,2
sky130_fd_sc_hd__and2_4,1
sky130_fd_sc_hd__and4_1,1
sky130_fd_sc_hd__buf_2,1
sky130_fd_sc_hd__buf_4,12
sky130_fd_sc_hd__clkbuf_2,2
sky130_fd_sc_hd__clkbuf_8,3
sky130_fd_sc_hd__clkdlybuf4s15_1,4
sky130_fd_sc_hd__clkdlybuf4s50_1,1
sky130_fd_sc_hd__dfxtp_1,1
sky130_fd_sc_hd__dfxtp_2,7
sky130_fd_sc_hd__dlygate4sd2_1,2
sky130_fd_sc_hd__ha_1,3
sky130_fd_sc_hd__ha_4,6
sky130_fd_sc_hd__inv_1,3
sky130_fd_sc_hd__inv_2,5
sky130_fd_sc_hd__inv_4,1
sky130_fd_sc_hd__nand2_1,2
sky130_fd_sc_hd__nand3_1,1
sky130_fd_sc_hd__nand3_2,1
sky130_fd_sc_hd__nand4_1,1
sky130_fd_sc_hd__nor2_1,8
sky130_fd_sc_hd__nor2b_2,1
sky130_fd_sc_hd__nor4_1,2
sky130_fd_sc_hd__nor4_2,1
sky130_fd_sc_hd__o21ai_0,2
sky130_fd_sc_hd__o21ai_2,1
sky130_fd_sc_hd__o31a_1,1
sky130_fd_sc_hd__or3_1,2
sky130_fd_sc_hd__xnor2_1,5
## metal layers
metal  up-vias  global-route usage  share of wire
li1        260                   -              -
met1       216              0.0439           0.46
met2        14              0.0476           0.39
met3         4              0.0140           0.11
met4         0              0.0130          0.037
met5         -                   0              0
## report_power, final
group | internal, mW | total (mW) | switching [mW]
clock | 0.145 | 0.212 | 0.0678
sequential | 0.185 | 0.188 | 0.00350
combinational | 0.0600 | 0.106 | 0.0460
## repair_timing
action	4_1_cts	5_1_grt
setup endpoints to repair	1	1
pin swaps	12	8
resized	36	9
setup buffers	1	0
## worst max-delay path, cell delays in order, from the launching register on
cell and delay [ns]:
sky130_fd_sc_hd__dfxtp_2 0.32, sky130_fd_sc_hd__inv_2 0.05, sky130_fd_sc_hd__ha_4 0.21, sky130_fd_sc_hd__and4_1 0.19, sky130_fd_sc_hd__a21boi_2 0.15, sky130_fd_sc_hd__o31a_1 0.23, sky130_fd_sc_hd__buf_2 0.11
## kinds of logic (layout without fill, tap and decap cells)
group	count (synthesis)	after routing	synth area share
adders and majority gates	9	9	0.213
AOI/OAI and AO/OA	9	9	0.114
buffers and inverters	9	34	0.0640
and+or+nand+nor	21	21	0.223
DFF	8	8	0.303
xor gates and xnor gates	5	5	0.0829
